==> ./design.v <==
module mem_dc_1024x8to32r
(
    input         wrclock,
    input         wren,
    input   [9:0] wraddress,
    input   [7:0] data,
    input         rdclock,
    input         rden,
    input   [7:0] rdaddress,
    output [31:0] q
);
    parameter [255:0] INIT_FILE = "NONE";
    reg [31:0] r_q_p0;
    reg [31:0] r_q_p1;
    reg  [7:0] r_mem_blk [0:1023];
    integer i;
    initial
    begin
        if (INIT_FILE == "NONE") begin
            for (i = 0; i < 1024; i = i + 1) begin
                r_mem_blk[i] = 8'h00;
            end
        end
        else begin
            $readmemh(INIT_FILE, r_mem_blk);
        end
    end
    always @(posedge wrclock) begin : WR_PORT
        if (wren) begin
            r_mem_blk[wraddress] <= data;
        end
    end
    always @(posedge rdclock) begin : RD_PORT
        if (rden) begin
            r_q_p0[ 7: 0] <= r_mem_blk[{rdaddress, 2'd0 }];
            r_q_p0[15: 8] <= r_mem_blk[{rdaddress, 2'd1 }];
            r_q_p0[23:16] <= r_mem_blk[{rdaddress, 2'd2 }];
            r_q_p0[31:24] <= r_mem_blk[{rdaddress, 2'd3 }];
        end
        r_q_p1 <= r_q_p0;
    end
    assign q = r_q_p1;
endmodule
==> ./run.sh <==
#!/bin/bash
# OpenROAD 26Q1-2900-gdf79404cd8, Yosys 0.63+post, stock flow scripts
make -C /OpenROAD-flow-scripts/flow DESIGN_CONFIG=/design/flow/config.mk WORK_HOME=/design/flow/orfs finish
==> ./config.mk <==
export PLATFORM = sky130hd
export DESIGN_NAME = mem_dc_1024x8to32r
export DESIGN_NICKNAME = mem_dc_1024x8to32r
export VERILOG_FILES = /design/flow/design.v
export SDC_FILE = /design/flow/constraint.sdc
export NUM_CORES = 4
export LEC_CHECK = 1
export CORE_UTILIZATION = 50
export SYNTH_MEMORY_MAX_BITS = 65536
==> ./constraint.sdc <==
current_design mem_dc_1024x8to32r

set clk_period 38.7
set clk_io_pct 0.2

create_clock -name clk0 -period $clk_period [get_ports {rdclock}]
create_clock -name clk1 -period $clk_period [get_ports {wrclock}]

set non_clock_inputs [all_inputs -no_clocks]
set_input_delay [expr $clk_period * $clk_io_pct] -clock clk0 $non_clock_inputs
set_output_delay [expr $clk_period * $clk_io_pct] -clock clk0 [all_outputs]
==> flow_metrics.env <==
# physical design summary
export IMPL_drtAntennaViolNets=0
export IMPL_grt_overflow=0
export IMPL_setup_violations=0
export IMPL_yosys_most_used_dff="edfxtp_1"
export IMPL_cp_cell_sequence="buf_16, buf_4, buf_4, buf_4, buf_4, buf_12, buf_4, buf_4, mux4_2, and2_1, a2111oi_0, buf_4, a2111oi_0, buf_4, nand4_1, nor4_2"
export IMPL_warnings=57
export IMPL_drive_above_1_share=0.212
export IMPL_grt_setup_unrepaired="no"
export IMPL_p_leak_nw=112
export IMPL_cts_resized=0
export IMPL_path_delay_family="buffers and inverters"
export IMPL_yosys_stat_cells=15700
export IMPL_finalHoldViolations=0
export IMPL_violations="max-capacitance violations, max-slew violations"
export IMPL_relSlewSlack=-0.0770
export IMPL_numPortBuffers=60
export IMPL_crit_arrival_ns=14.79
export IMPL_irDropWorstVdd_v=0.0000592
export IMPL_mostFrequentLayoutCell="edfxtp_1"
export IMPL_edf_count=8224
export IMPL_first_pass_iters=6
export IMPL_stdcell_count=25600
export IMPL_cp_max_fo=73
export IMPL_synthDistinctLibCells=74
export IMPL_maxSlewViolCount=8
export IMPL_cts_tree="built"
export IMPL_core_area_sq_mm=0.637
export IMPL_synth_flop_count=8256
export IMPL_fill_cells=46600
export IMPL_chipWidth_microns=802
export IMPL_cts_sinks=8256
export IMPL_synth_avg_cell_area_sq_um=20.4
export IMPL_run_status="complete, but fails checks"
export IMPL_die_area_sq_mm=0.643
export IMPL_antenna_found_initial=81
export IMPL_place_gp_congestion=0.950
export IMPL_synth_area_sq_mm=0.320
export IMPL_synthCells=15700
export IMPL_fp_dieH_microns=802
export IMPL_placed_cell_area_sq_mm=0.333
export IMPL_ys_area_sq_mm=0.320
export IMPL_skew_ns=0.0494
export IMPL_final_seq_area_sq_mm=0.248
export IMPL_track_usage=0.324
export IMPL_holdWs_ns=0.529
export IMPL_required_ns=39.14
export IMPL_drt_iter0_markers=11000
export IMPL_yosysSeqAreaShare=0.773
export IMPL_critical_path_class="input port to register"
export IMPL_crit_top_cell="buf_4"
export IMPL_critPathBufInv=10
export IMPL_fp_util=0.502
export IMPL_end_kind="register"
export IMPL_most_common_layout_cells="edfxtp_1, mux4_2, mux2i_1"
export IMPL_ios=62
export IMPL_hold_buffers=0
export IMPL_grt_max_degree=128
export IMPL_wl_per_cell_microns=36.0
export IMPL_num_rows=293
export IMPL_postCtsSetupBuffers=0
export IMPL_fin_area_sq_mm=0.358
export IMPL_startpoint_type="input port"
export IMPL_async_flop_share=0
export IMPL_critical_path_slowest_cell="a2111oi_0"
export IMPL_post_route_drc_count=0
export IMPL_hp_class="register to register"
export IMPL_setup_tns_ns=0
export IMPL_ys_warn_count=1
export IMPL_path_clk_slew_ns=0.09
export IMPL_via_per_inst=6.29
export IMPL_dp_cells=23900
export IMPL_worst_pin_slew_ns=1.61
export IMPL_drv_cap=3
export IMPL_grt_pass1_wl_mm=1300
export IMPL_grt_pass1_vias=173000
export IMPL_vias=161000
export IMPL_worst_path_largest_cell_delay_ns=0.87
export IMPL_syn2layout_area_growth_pct=12.0
export IMPL_final_comb_area_sq_mm=0.0674
export IMPL_totalWireLength_mm=920
export IMPL_hpwl_mm=579
export IMPL_power_density_mw_per_mm2=51.4
## final cells by class
cell class,count,share of cell area
repair buffers,848,0.0193
inverters,10,0.000147
multi-input cells,6381,0.188
clock buffers,1041,0.0606
well taps,8407,0.0293
clock inverters,454,0.0104
diodes,170,0.00119
flip-flops and latches,8256,0.691
## synth_stat cells (108+ instances only)
| master | instances | area [sq um] |
|---|---|---|
| nand2_1 | 208 | 781 |
| buf_4 | 110 | 826 |
| buf_2 | 190 | 951 |
| o22ai_1 | 341 | 2130 |
| nor3_1 | 202 | 1010 |
| a22oi_1 | 296 | 2220 |
| mux4_2 | 1446 | 32600 |
| a21oi_1 | 188 | 941 |
| nor4_1 | 182 | 1140 |
| o21ai_0 | 119 | 596 |
| nor2_1 | 1193 | 4480 |
| clkbuf_1 | 512 | 1920 |
| a221oi_1 | 120 | 1050 |
| mux2i_1 | 1205 | 12100 |
| edfxtp_1 | 8224 | 247000 |
| o211ai_1 | 108 | 811 |
| o221ai_1 | 156 | 1370 |
## metrics by stage
step	util	setup WS [ns]	power, W
finish	0.562	24.35	0.0184
global route	0.562	24.11	0.0189
CTS	0.562	24.37	0.0185
detailed placement	0.522	23.74	0.0109
global placement	0.521	23.67	0.0109
floorplan	-	28.66	0.0105
## sequential cells by signal, summed over array words and instances, names as in the netlist
register and count:
r_mem_blk 8192, r_q_p0 32, r_q_p1 32
## worst register-to-register path: stages, from the launching register on
cell and delay (ns):
edfxtp_1 0.36, mux4_2 0.45, a22o_1 0.25, a221oi_1 0.67, a221oi_1 0.37, nor4_2 1.23, nor4_1 0.16
## worst paths after layout
path	endpoint	depth (start not counted)	slack (ns)	start
worst max-delay path	r_q_p0[28]$_DFFE_PP_	16	24.35	rdaddress[1]
worst max register to register	r_q_p0[2]$_DFFE_PP_	6	34.38	r_mem_blk[160][2]$_DFFE_PP_
min in group clk1	r_mem_blk[370][2]$_DFFE_PP_	1	7.01	data[2]
max in group clk1	r_mem_blk[641][6]$_DFFE_PP_	8	27.00	data[6]
worst min-delay path	r_q_p1[10]$_DFF_P_	0	0.53	r_q_p0[10]$_DFFE_PP_
worst min register to register	r_q_p1[10]$_DFF_P_	0	0.53	r_q_p0[10]$_DFFE_PP_
## kinds of logic (layout without fill, tap and decap cells)
kind of cell    Yosys count  after routing  share of synthesized area
flops                  8256           8256                      0.773
mux                    2722           2722                      0.143
simple gates           2080           2080                     0.0291
compound gates         1579           1579                     0.0351
buf+inv                1073           2353                     0.0195
other cells               0            170                          0
## metal layers
layer | part of all wire | vias up | track usage | wire length (microns)
met5 | 0.0029 | - | 0.0265 | 2670
met4 | 0.045 | 111 | 0.105 | 41700
met3 | 0.20 | 1680 | 0.273 | 182000
met2 | 0.45 | 10200 | 0.434 | 412000
met1 | 0.31 | 81900 | 0.419 | 282000
li1 | - | 66900 | - | -
## power breakdown
part           leakage [nW]  switching (W)  internal (W)
Clock                  12.5        0.00338       0.00428
Sequential             74.2      0.0000197       0.00985
Combinational          25.8       0.000619      0.000277
Power is estimated from default activity; no workload was simulated.
